==> ./design.v <==
`timescale 1ns / 1ps
module smg_display(
input clk,
input rst_n,
input number_en, 
input [19:0] number,
output reg [5:0] an,
output reg [7:0] sseg,
output reg warning
    );
reg [19:0] number_r;
reg [23:0] num;
reg [3:0] num_an;
reg finish;
reg [19:0] count1;
always @(posedge clk or negedge rst_n) begin
    if(!rst_n) begin
            number_r <= 0;
            num <= 0;
            warning <= 0;
            finish <= 0;  
    end
    else begin
        if(number_en == 1) begin
            number_r <= number;
            num <= 0;
            warning <= 0;
            finish <= 0;
        end
        if(~finish) begin
            if(number_r > 20'b1111_0100_0010_0011_1111) begin 
                number_r <= number_r - 20'b1111_0100_0010_0100_0000;
                warning <= 1;
            end
            else begin
                if(number_r > 20'b0001_1000_0110_1001_1111) begin 
                    number_r <= number_r - 20'b1111_0100_0010_0100_0000;
                    num[23:20] <= num[23:20] + 4'b1;
                end
                else begin
                    if(number_r > 20'b0000_0010_0111_0000_1111) begin 
                        number_r <= number_r - 20'b0000_0010_0111_0001_0000;
                        num[19:16] <= num[19:16] + 4'b1;
                    end
                    else begin
                        if(number_r > 20'b0000_0000_0011_1110_0111) begin 
                            number_r <= number_r - 20'b0000_0000_0011_1110_1000;
                            num[15:12] <= num[15:12] + 4'b1;
                        end
                        else begin
                            if(number_r > 20'b0000_0000_0000_0110_0011) begin 
                                number_r <= number_r - 20'b0000_0000_0000_0110_0100;
                                num[11:8] <= num[11:8] + 4'b1;
                            end
                            else begin
                                if(number_r > 20'b0000_0000_0000_0000_1001) begin 
                                    number_r <= number_r - 20'b0000_0000_0000_0000_1010;
                                    num[7:4] <= num[7:4] + 4'b1;
                                end
                                else begin
                                    num[3:0] <= number_r[3:0]; 
                                    finish <= 1;
                                end
                            end
                        end
                    end
                end
            end
        end
        else begin
            number_r <= number_r;
            num <= num;
            warning <= warning;
            finish <= finish;
        end
    end
end
always @(posedge clk or negedge rst_n) begin
    if(!rst_n) begin
        an <= 0; 
        count1 <= 0;
        num_an <= 0;
    end
    else begin
        if(count1 == 20'd9_9999) begin 
            an <= 6'b111110;
            num_an <= num[3:0];
            count1 <= count1 + 1;
        end
        else if(count1 == 20'd19_9999) begin
            an <= 6'b111101;
            num_an <= num[7:4];
            count1 <= count1 + 1;
        end
        else if(count1 == 20'd29_9999) begin
            an <= 6'b111011;
            num_an <= num[11:8];
            count1 <= count1 + 1;
        end
        else if(count1 == 20'd39_9999) begin
            an <= 6'b110111;
            num_an <= num[15:11];
            count1 <= count1 + 1;
        end
        else if(count1 == 20'd49_9999) begin
            an <= 6'b101111;
            num_an <= num[19:16];
            count1 <= count1 + 1;
        end
        else if(count1 == 20'd59_9999) begin
            an <= 6'b011111;
            num_an <= num[23:20];
            count1 <= 0;
        end
        else begin
            an <= an;
            num_an <= num_an;
            count1 <= count1 + 1;
        end
    end
end
always @(*) begin
    case(num_an) 
	4'b0000:
	    sseg <= 8'b1100_0000;
	4'b0001:
	    sseg <= 8'b1111_1001;
	4'b0010:
	    sseg <= 8'b1010_0100;				
	4'b0011:
	    sseg <= 8'b1011_0000;
	4'b0100:
	    sseg <= 8'b1001_1001;
	4'b0101:
	    sseg <= 8'b1001_0010;			
	4'b0110:
	    sseg <= 8'b1000_0010;
	4'b0111:
	    sseg <= 8'b1111_1000;
	4'b1000:
	    sseg <= 8'b1000_0000;
	4'b1001:
	    sseg <= 8'b1001_0000;
        default:
            sseg <= 8'b0000_0000; 
    endcase
end
endmodule
==> ./run.sh <==
#!/bin/bash
# OpenROAD 26Q1-2900-gdf79404cd8, Yosys 0.63+post, stock flow scripts
make -C /OpenROAD-flow-scripts/flow DESIGN_CONFIG=/design/flow/config.mk WORK_HOME=/design/flow/orfs finish
==> ./config.mk <==
export PLATFORM = sky130hd
export DESIGN_NAME = smg_display
export DESIGN_NICKNAME = smg_display
export VERILOG_FILES = /design/flow/design.v
export SDC_FILE = /design/flow/constraint.sdc
export NUM_CORES = 4
export LEC_CHECK = 1
export CORE_UTILIZATION = 30
==> ./constraint.sdc <==
current_design smg_display

set clk_period 3.9
set clk_io_pct 0.2

create_clock -name clk0 -period $clk_period [get_ports {clk}]

set non_clock_inputs [all_inputs -no_clocks]
set_input_delay [expr $clk_period * $clk_io_pct] -clock clk0 $non_clock_inputs
set_output_delay [expr $clk_period * $clk_io_pct] -clock clk0 [all_outputs]
==> impl_metrics.ini <==
; flow metrics
[detailed_routing]
wl_mm = 18.6
drc = 0
drtIter0Drc = 400
detail-route-antenna-nets = 0
antenna_cells = 0
firstDrtPassIters = 5
wl_per_cell_um = 18.5
num_vias = 5752
routed_via_density = 5.74

[grt]
track_usage = 0.182
use_met2 = 0.272
met3_usage = 0.0404
busiest_layer = met1
grt_max_degree = 45
grt_antenna_before_repair = 0
grt_first_pass_wirelength_mm = 30.0
grtUsageMet1 = 0.273
first_global_vias = 5434
overflow = 0

[worst_hold_path]
hold_class = in -> async

[clock_network]
cts_made_buffers = 9
ctsHoldBuffers = 0
tritoncts = yes
cts_sinks = 75
cts_root_buf = clkbuf_16
cts_resized = 0
clockBufferDepth = 2
clk_transition_reported_paths_ns = 0.06
htreeDepth = 3
worstSkewPairLatency_ns = 0.34
post_cts_buffers = 0

[worst_setup_path]
cp_max_fo = 14
cp.arrival_ns = 3.39
path_class = reg -> reg
end_kind = flip-flop
cp.required_ns = 4.07
start_kind = flip-flop

[die]
die_y_um = 145
initCoreUtil = 0.310
rows = 51
dieArea_um2 = 21000
core_area_um2 = 19800
fp.dieW_um = 145
io_pins = 38

[power_and_ir_drop]
p_int_uw = 1350
finalPower_uw = 1940
powerDensity_nw_per_um2 = 278
p_clk_frac = 0.415
ir_drop_v = 0.000163
power_frac_comb = 0.153
pwr-share-seq = 0.432
leakage_uw = 0.00268
swShare = 0.307
power.switching_uw = 595

[final_timing]
final_max_slew_viol_count = 0
tightest_slew_ns = 0.784
setup_viol = 0
finalHoldViolCount = 0
timing.fmax_mhz = 311
fin_setup_tns_ns = 0
setup_ws_ns = 0.683
rsz0062_at_grt = false
min_period_ns = 3.22
max_slew_margin = 0.473
period_used_share = 0.825
skew_ns = 0.00753

[logic_synthesis]
mux_share = 0.0316
ys_types = 93
ys_async_sr_fraction = 1.00
edf_count = 0
synth_seq_share = 0.306
adder_share = 0.0591
synth_warnings = 1
syn-cell-area_um2 = 6140
aoi_share = 0.249
yosysCellCount = 714
simple_gate_area_frac = 0.254
synth.cellmix.xorXnorShare = 0.0428
ff_type = dfrtp_1
numSynthFlops = 75
syn-instance-count = 714
topCombFamilyByArea = simple AND/OR/NAND/NOR gates
ys_chip_area_um2 = 6140
synth_area_per_cell_um2 = 8.60

[place]
dp_cells = 986
dp_slack_ns = 0.796
gp_congestion = 1.04
io_buffers = 37
hpwl_mm = 13.6

[finish]
fillers = 2036
final_cell_mix = dfrtp_1, nand2_1, nor2_1
area_growth_syn_to_layout_pct = 13.7
drive_gt1_frac = 0.0950
utilization = 0.353
post_layout_nonfiller_instances = 1002
lay_top_count = dfrtp_1

[flow_run]
maxCapViolCount = 0
log.warning_count = 42

[run_status]
outcome = finished clean
==> final timing paths <==
check	start	end	slack, ns	cells after the start
worst max-delay path	number_r[5]$_DFFE_PN0P_	number_r[15]$_DFFE_PN0P_	0.68	9
worst min-delay path	rst_n	count1[12]$_DFF_PN0_	0.44	1
worst max register to register	number_r[5]$_DFFE_PN0P_	number_r[15]$_DFFE_PN0P_	0.68	9
worst min register to register	count1[0]$_DFF_PN0_	count1[0]$_DFF_PN0_	0.49	1
max in group asynchronous	rst_n	count1[14]$_DFF_PN0_	2.54	2
min in group clk0	count1[0]$_DFF_PN0_	count1[0]$_DFF_PN0_	0.49	1
==> per-stage QoR <==
stage | area [um^2] | hold slack (ns)
floorplan | 6140 | 0.441
global placement | 6690 | 0.474
detailed placement | 6690 | 0.486
CTS | 6980 | 0.473
global route | 6980 | 0.481
finish | 6980 | 0.439
==> sequential cells by signal, summed over array words and instances, names as in the netlist <==
name	count
an	6
count1	20
num_an	4
num	23
finish	1
warning	1
number_r	20
==> power by group through the flow <==
stage,Clock [uW],Combinational [uW],Sequential (uW)
global route,860,323,842
CTS,826,292,837
finish,805,297,839
==> layout make-up <==
class | count | area, um^2 | area share
Multi-Input combinational cell | 567 | 3900 | 0.560
Sequential cell | 75 | 1880 | 0.269
Timing Repair Buffer | 52 | 480 | 0.0689
Tap cell | 265 | 332 | 0.0475
Clock buffer | 9 | 225 | 0.0323
Inverter | 27 | 101 | 0.0145
Clock inverter | 7 | 57.6 | 0.00825
==> cells in the mapped netlist, types with 13 or more instances <==
| master | count | share of area |
|---|---|---|
| a211oi_1 | 13 | 0.016 |
| a21oi_1 | 38 | 0.031 |
| xnor2_1 | 18 | 0.026 |
| a22o_1 | 13 | 0.019 |
| inv_1 | 26 | 0.016 |
| clkbuf_1 | 20 | 0.012 |
| nand3_1 | 35 | 0.029 |
| dfrtp_1 | 75 | 0.31 |
| nand4_1 | 19 | 0.019 |
| nor3_1 | 20 | 0.016 |
| nand2_1 | 63 | 0.039 |
| ha_1 | 29 | 0.059 |
| nor2_1 | 49 | 0.030 |
| o21ai_0 | 45 | 0.037 |
==> worst max-delay path, stage by stage (launching register included) <==
cell and delay (ns):
dfrtp_1 0.63, inv_1 0.16, ha_1 0.32, a41o_1 0.27, a311oi_1 0.45, nor2_1 0.23, buf_4 0.25, or4_1 0.48
a21oi_1 0.17, a211oi_1 0.07
==> logic make-up after synthesis <==
kind of cell               Yosys count
DFF                                 75
and+or+nand+nor                    279
AOI/OAI and AO/OA                  211
buffers and inverters               72
muxes                               18
xor gates and xnor gates            30
adders and majority gates           29
==> per-layer routing <==
metal / part of all wire / up-vias
met3: 0.074 / 42
met4: 0.026 / 0
li1: - / 2729
met2: 0.43 / 235
met5: 0 / -
met1: 0.47 / 2746
Power figures rest on the tool's default switching activity, not on a simulated workload.
