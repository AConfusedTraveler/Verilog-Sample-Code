===== ./run.sh =====
#!/bin/bash
# OpenROAD 26Q1-2900-gdf79404cd8, Yosys 0.63+post, stock flow scripts
make -C /OpenROAD-flow-scripts/flow DESIGN_CONFIG=/design/flow/config.mk WORK_HOME=/design/flow/orfs finish

===== ./config.mk =====
export PLATFORM = sky130hd
export DESIGN_NAME = counter_1s_100M
export DESIGN_NICKNAME = counter_1s_100M
export VERILOG_FILES = /design/flow/design.v
export SDC_FILE = /design/flow/constraint.sdc
export NUM_CORES = 4
export LEC_CHECK = 1
export CORE_AREA = 10 10 108 108
export DIE_AREA = 0 0 118 118

===== ./design.v =====
`timescale 1ns / 1ps
module counter_1s_100M(
input clk,
input rst_n,
input start,
output reg hold_1s
    );
reg [26:0] counter_1s;
always @(posedge clk or negedge rst_n) begin
    if(!rst_n) begin
        counter_1s <= 0;
        hold_1s <= 0;
    end
    else begin
        if(start | hold_1s) begin
            if(counter_1s == 27'd99_999_999) begin 
                counter_1s <= 0;
                hold_1s <= 0;
            end
            else begin
                counter_1s <= counter_1s + 1;
                hold_1s <= 1;
            end
        end
        else begin
            counter_1s <= counter_1s;
            hold_1s <= hold_1s;
        end
    end
end
endmodule

===== ./constraint.sdc =====
current_design counter_1s_100M

set clk_period 2.8
set clk_io_pct 0.2

create_clock -name clk0 -period $clk_period [get_ports {clk}]

set non_clock_inputs [all_inputs -no_clocks]
set_input_delay [expr $clk_period * $clk_io_pct] -clock clk0 $non_clock_inputs
set_output_delay [expr $clk_period * $clk_io_pct] -clock clk0 [all_outputs]

==> impl_metrics.tcl <==
# implementation run metrics
set metrics [dict create \
    run_status "complete, no violations" \
    worst-setup-path-type "in2reg" \
    cts_buffer_depth 2 \
    yosysSeqAreaShare_pct 47.5 \
    critPathMaxFanout 10 \
    cts_setup_buffers 0 \
    worstPathArrival_ns 2.19 \
    number_of_global_route_vias_before_repair 1014 \
    final-hold-violation-count 0 \
    setup_total_negative_slack_ns 0 \
    hold_path.class "reg2reg" \
    worst_r2r_path_cells 5 \
    std_cell_rows 35 \
    largest_net_degree_at_the_start_of_global_routing 29 \
    cts_repair_resize_count 0 \
    finalSetupViolCount 0 \
    clock_tree.root_cell "clkbuf_8" \
    p_int_uw 730 \
    design.die.area_sq_mm 0.0139 \
    detailedPlacementHpwl_microns 2020 \
    antenna_found_initial 0 \
    synth_top_area_share_pct 47.5 \
    ctsHtreeMaxLevel 1 \
    mostFrequentLayoutCell "dfrtp_1" \
    grt_first_pass_wirelength_microns 4950 \
    synth-seq-cells 28 \
    globalplace.congestion 0.806 \
    fmax_ghz 0.495 \
    ant_nets 0 \
    core_area_sq_mm 0.00928 \
    placement.cell_area_sq_mm 0.00167 \
    share_seq_of_total_power_pct 54.5 \
    vdd_drop_max_mv 0.195 \
    numCtsBuffers 3 \
    cts_sinks 28 \
    routed_via_density 3.79 \
    synth_async_sr_flop_share_pct 100 \
    finish.utilization_pct 18.8 \
    tritoncts "yes" \
    power.leakage_uw 0.000667 \
    drc 0 \
    yosysChipArea_sq_mm 0.00148 \
    max_cap_viols 0 \
    fin_area_sq_mm 0.00174 \
    final.period_utilization_pct 72.2 \
    power_switching_uw 293 \
    wire_per_inst_microns 9.87 \
    pwr-share-clk_pct 30.2 \
    grt_setup_unrepaired "no" \
    flop_cell "dfrtp_1" \
    synth_area_per_cell_sq_um 10.6 \
    tightestPinTransition_ns 0.428 \
    quantity_of_i_o_buffers_inserted_on_ports 3 \
    synthDominantAreaCellType "dfrtp_1" \
    most_used_cells_in_the_layout_excluding_fill_and_tap_cells "dfrtp_1, nor2_1, xor2_1" \
    post_synth_inst_count 139 \
    synth_warnings 1 \
    dr_total_vias 1042 \
    n_antenna_cell 0 \
    power.density_cell_area_mw_per_mm2 588 \
    crit_path_start_kind "input pin" \
    dr.first_iter.drc_count 26 \
    ys_cells 139 \
    p_total_uw 1020 \
    post-route-worst-setup-slack_ns 0.779 \
    cp-end-kind "flop" \
    enable_flop_cells 0 \
    die.size.x_microns 118 \
    drv_slew 0 \
    warning_count 25 \
    holdPathStages 1 \
    globalRoute.totalOverflow 0 \
    design.portCount 4 \
    relSlewSlack_pct 71.3 \
    sw_frac_of_total_pct 28.6 \
    drive_gt1_share_pct 15.8 \
    post_synth_instance_area_sq_mm 0.00148 \
    area_leaders "dfrtp_1, xor2_1, xnor2_1" \
    drtPass1Iterations 4 \
    dpl_worst_slack_ns 0.462 \
    post_cts_hold_buffer_count 0 \
    comb_power_share_pct 15.3 \
    globalRouteTotalUtil_pct 4.06 \
    critical_path_required_ns 2.97 \
    dieHeight_microns 118 \
    min_period_ns 2.02 \
    routed_wirelength_microns 2720 \
    worst_skew_ns 0.00769 \
    floorplan.core_util_pct 15.9 \
    synth.lib_cells_used.distinct 37 \
    clkSlewWorstSetupHoldPaths_ns 0.09 \
    synthToLayoutAreaGrowth_pct 18.1 \
    clock.latency.late_pin_ns 0.27 \
]
[cells by family (layout without fill, tap and decap cells)]
group | Yosys count | count (layout) | share of synthesized area, %
AND/OR/NAND/NOR | 72 | 72 | 32.3
buffers and inverters | 3 | 10 | 1.02
adder cells (fa/ha/maj) | 1 | 1 | 0.848
AND-OR/OR-AND | 14 | 14 | 5.85
flip-flops | 28 | 28 | 47.5
XOR/XNOR | 21 | 21 | 12.5
[power groups by stage]
stage / combinational (uW) / sequential, uW / clock (uW)
6_report: 157 / 557 / 309
4_1_cts: 160 / 556 / 321
5_1_grt: 187 / 572 / 345
[final cells by class]
type	count	area (sq um)
timing repair buffer	5	45.0
fill	1041	7540
multi-input combinational	108	759
tap	129	161
inverter	1	3.75
clock buffer	3	41.3
clock inverter	1	30.0
sequential	28	701
[synth_stat cells, types with 3 or more instances]
master and count:
nand4_1 9, nor3_1 3, nand3_1 6, o21ai_1 3, o211ai_1 3, xnor2_1 8, xor2_1 13, nor2_2 6
nor2_1 14, nand2_1 11, a21oi_1 3, dfrtp_1 28
[flip-flops by register name, summed over array words and instances (netlist names)]
register    cells
counter_1s     27
hold_1s         1
[worst paths after layout]
check / from / end / slack [ns]
worst max register to register: counter_1s[8] / counter_1s[23] / 0.86
worst min-delay path: counter_1s[19] / counter_1s[19] / 0.50
worst max-delay path: start / counter_1s[23] / 0.78
min in group asynchronous: rst_n / hold_1s / 0.65
worst min register to register: counter_1s[19] / counter_1s[19] / 0.50
max in group asynchronous: rst_n / counter_1s[15] / 1.88
[through the flow]
stage / hold WS, ns / cells
2_1_floorplan: 0.264 / 139
5_1_grt: 0.534 / 275
3_3_place_gp: 0.478 / 271
4_1_cts: 0.500 / 275
6_report: 0.495 / 275
3_5_place_dp: 0.485 / 271
[routing by layer]
metal | GRT usage, % | part of all wire (%) | vias up
met5 | 0 | 0 | -
met3 | 1.36 | 5.4 | 6
met4 | 1.00 | 2.4 | 0
met1 | 5.76 | 48 | 498
met2 | 5.80 | 44 | 23
li1 | - | - | 515
[worst max-delay path: stages]
cell and delay, ns:
clkdlybuf4s50_1 0.55, nor2_2 0.13, or3_4 0.41, nor2_2 0.27, buf_4 0.21, nor2_1 0.05
Power figures rest on the tool's default switching activity, not on a simulated workload.
